File: flow/config.mk
export PLATFORM = sky130hd
export DESIGN_NAME = pipelined_iir
export DESIGN_NICKNAME = pipelined_iir
export VERILOG_FILES = /design/flow/design.v
export SDC_FILE = /design/flow/constraint.sdc
export NUM_CORES = 4
export LEC_CHECK = 1
export CORE_UTILIZATION = 30
File: flow/constraint.sdc
current_design pipelined_iir

set clk_period 101.6
set clk_io_pct 0.2

create_clock -name clk0 -period $clk_period [get_ports {clk}]

set non_clock_inputs [all_inputs -no_clocks]
set_input_delay [expr $clk_period * $clk_io_pct] -clock clk0 $non_clock_inputs
set_output_delay [expr $clk_period * $clk_io_pct] -clock clk0 [all_outputs]
File: flow/design.v
`timescale 1ns / 1ps
module pipelined_iir(clk, reset, x, y) ;
output wire signed [31:0] y;
input wire signed [31:0] x;
wire signed [31:0] b1, b2, b3, b4, b5, b6, b7, b8, b9, b10, b11, b12, b13,
                   a2, a3, a4, a5, a6, a7, a8, a9, a10, a11, a12, a13;
input wire clk, reset ;
wire signed [63:0] b1_in, b2_in, b3_in, b4_in, b5_in, b6_in, b7_in, b8_in, b9_in, b10_in, b11_in, b12_in, b13_in;
wire signed [63:0] a2_out, a3_out, a4_out, a5_out, a6_out, a7_out, a8_out, a9_out, a10_out, a11_out, a12_out, a13_out;
reg signed [63:0] f1_n1, f1_n2, f1_n3, f1_n4, f1_n5, f1_n6, f1_n6, f1_n7, f1_n8, f1_n9, f1_n10, f1_n11, f1_n12; 
wire signed [63:0] f1_n1_input, f1_n2_input, f1_n3_input, f1_n4_input, f1_n5_input, f1_n6_input, f1_n7_input, 
                   f1_n8_input, f1_n9_input, f1_n10_input, f1_n11_input, f1_n12_input, f1_n0; 
assign a2 = -8218189;
assign a3 = 32107544;
assign a4 = -81217352;
assign a5 = 147076592;
assign a6 = -199990256;
assign a7 = 208937824;
assign a8 = -168854944;
assign a9 = 104844152;
assign a10 = -48879952;
assign a11 = 16314139;
assign a12 = -3525584;
assign a13 = 379931;
assign b1 = 631178;
assign b2 = -5401947;
assign b3 = 23050644;
assign b4 = -63646908;
assign b5 = 125716872;
assign b6 = -186294288;
assign b7 = 211911376;
assign b8 = -186294288;
assign b9 = 125716872;
assign b10 = -63646908;
assign b11 = 23050644;
assign b12 = -5401947;
assign b13 = 631178;
assign b1_in = b1*x;
assign b2_in = b2*x;
assign b3_in = b3*x;
assign b4_in = b4*x;
assign b5_in = b5*x;
assign b6_in = b6*x;
assign b7_in = b7*x;
assign b8_in = b8*x;
assign b9_in = b9*x;
assign b10_in = b10*x;
assign b11_in = b11*x;
assign b12_in = b12*x;
assign b13_in = b13*x;
assign a2_out = a2*f1_n0;
assign a3_out = a3*f1_n0;
assign a4_out = a4*f1_n0;
assign a5_out = a5*f1_n0;
assign a6_out = a6*f1_n0;
assign a7_out = a7*f1_n0;
assign a8_out = a8*f1_n0;
assign a9_out = a9*f1_n0;
assign a10_out = a10*f1_n0;
assign a11_out = a11*f1_n0;
assign a12_out = a12*f1_n0;
assign a13_out = a13*f1_n0;
assign f1_n1_input = b2_in + f1_n2 - a2_out;
assign f1_n2_input = b3_in + f1_n3 - a3_out;
assign f1_n3_input = b4_in + f1_n4 - a4_out;
assign f1_n4_input = b5_in + f1_n5 - a5_out;
assign f1_n5_input = b6_in + f1_n6 - a6_out;
assign f1_n6_input = b7_in + f1_n7 - a7_out;
assign f1_n7_input = b8_in + f1_n8 - a8_out;
assign f1_n8_input = b9_in + f1_n9 - a9_out;
assign f1_n9_input = b10_in + f1_n10 - a10_out;
assign f1_n10_input = b11_in + f1_n11 - a11_out;
assign f1_n11_input = b12_in + f1_n12 - a12_out;
assign f1_n12_input = b13_in - a13_out;
assign f1_n0 = (f1_n1 + b1_in) >>> 20;
assign y = f1_n0;
always @ (negedge clk) 
begin
    if (reset)
    begin
        f1_n1 <= 0;
        f1_n2 <= 0; 
        f1_n3 <= 0;
        f1_n4 <= 0;
        f1_n5 <= 0;
        f1_n6 <= 0; 
        f1_n7 <= 0;
        f1_n8 <= 0; 
        f1_n9 <= 0;
        f1_n10 <= 0;
        f1_n11 <= 0;
        f1_n12 <= 0;            
    end
    else 
    begin
        f1_n1 <= f1_n1_input;
        f1_n2 <= f1_n2_input;  
        f1_n3 <= f1_n3_input;
        f1_n4 <= f1_n4_input;
        f1_n5 <= f1_n5_input;
        f1_n6 <= f1_n6_input;      
        f1_n7 <= f1_n7_input;
        f1_n8 <= f1_n8_input;  
        f1_n9 <= f1_n9_input;
        f1_n10 <= f1_n10_input;
        f1_n11 <= f1_n11_input;
        f1_n12 <= f1_n12_input;            
    end
end 
endmodule
File: flow/run.sh
#!/bin/bash
# OpenROAD 26Q1-2900-gdf79404cd8, Yosys 0.63+post, stock flow scripts
make -C /OpenROAD-flow-scripts/flow DESIGN_CONFIG=/design/flow/config.mk WORK_HOME=/design/flow/orfs finish
==> notes.md <==
Flow results.

- Port buffering added 65 buffers.
- The post-synthesis area per instance is 9.50 um^2.
- Row generation in the floorplan step produced 392 rows.
- The horizontal die dimension reported for this design is roughly 1100 um.
- The initial antenna violation count was 212.
- The total half-perimeter wirelength after legalization and detailed placement is 1820000 um.
- The yosys stat cell total is 36100.
- The post-CTS setup buffer count is 0.
- The count of nets left with antenna violations once routing finished came out at 0.
- The combinational gate area is roughly 0.28 mm^2.
- The post-cts gate resize count is 0.
- The synthesized netlist handed to floorplanning was reported with a cell count of 36100.
- The core occupancy in the finished layout is 33.5%.
- The total via count after detailed routing is about 260k.
- The sequential area share after synthesis is about 4.5%.
- Summed over all layers, the global routing overflow is 0.
- The count of unresolved DRC violations after routing is 0.
- The tightest hold path in the finished design has a slack of 0.420 ns.
- The number of warnings issued by yosys is 1.
- The clock passes through at most 4 buffers.
- The transition time at the pin with the least slew margin is 1.41 ns.
- Per the synth log, the flip-flop and latch total comes to 767.
- The leading register cell type out of synthesis is dfxtp_1.
- The floorplan step defined a core boundary enclosing 1.14 mm^2.
- By startpoint and endpoint, the worst setup path is classified as in -> reg.
- In this run the vertical extent of the chip is 1070 um.
- The number of clock sinks seen by CTS is 767.
- The slack of the critical path is 7.08 ns.
- For the final routed database, the setup TNS stands at 0 ns.
- The number of logged tool warnings is around 1300.
- The total global-route track usage is 37.8%.
- Of all nets on the critical path, the largest fanout is 16.
- The largest total area in the synthesized netlist belongs to fa_1.
- After synthesis, the cell types taking the most area are fa_1, ha_1, inv_1.
- The worst-case max-slew headroom was logged as 3.62%.
- Summed over all layers, the routed wires come to 2060000 um.
- The number of fill cells is 119000.
- At the later pin of the worst-skew pair, clock insertion delay measures 1.00 ns.
- The clock H-tree reported by CTS has 3 levels.
- Before placement the cells fill a little under a third of the core.
- Setup repair after global routing left no endpoint under its margin.
- Per the STA report, the cell with the highest stage delay on the worst path is o31ai_1.
- The run reported a max-capacitance violation count of 0.
- The data required time of the critical path is a little over 50 ns.
- The layout cell share with drive strength beyond 1 is approximately 5%.
- The final timing report lists a max-slew violation count of 0.
- The post-placement setup slack is 6.77 ns.
- The timing report gives the biggest stage delay along the critical path as a little over 1 ns.
- Between clock sinks in the finished design, the worst skew comes to 0.0994 ns.
- The final weighted congestion of routability-driven global placement is 1.17.
- The via count of the first global-routing pass is 275000.
- Entering global routing, the biggest net connects 79 pins.
- The global-route wire length before repair is around 2700000 um.
- The chip area is ~1.1 mm^2.
- The final timing report lists a hold violation count of 0.
- The run finished with clean final reports.
- Per the run report, area growth between synthesis and finish was 11.2%.
- The data arrival time of the worst path is 44.53 ns.
- The number of ports placed on the die boundary is 66.
- The type of the worst min-delay path is reg -> reg.
- The capturing element type of the critical path is a flop.
- Counting flops with an async set or reset pin after synthesis yields a share of 0%.
- Once iteration 0 of detailed routing completed, the report listed 18400 DRC markers.
- In the final report, the number of endpoints failing setup comes to 0.
- The number of detailed-routing iterations run before antenna repair is 6.
- The hold-fix buffer count after cts is 0.
- The distinct cell type count of the synthesized netlist is 101.
- In this run, CTS created clock tree buffers numbering between 100 and 150.
- The clock-pin slew on the worst setup and hold paths is 0.04 ns.
- The synthesized netlist occupies a cell area of 0.343 mm^2.
- The area share of the largest cell type after synthesis is 44.9%.
- Clock tree synthesis selected as its root buffer the cell clkbuf_16.
- The detailed-route vias per instance is 4.87.
- The synthesized design contains 0 enable-type register cells.
- The sequential cell area is approximately 0.015 mm^2.
- The startpoint class of the critical path is an input port.
- TritonCTS built the clock tree.
- The routed length per instance is ~38 um.
- In the synthesis report, Yosys lists the chip area as roughly 0.34 mm^2.
## cell families after synthesis
| logic type | synth area share (%) |
|---|---|
| DFF | 4.48 |
| adders and majority gates | 63.2 |
| buffers and inverters | 13.3 |
| and+or+nand+nor | 5.25 |
| muxes | 0.123 |
| xor gates and xnor gates | 4.81 |
| AOI/OAI and AO/OA | 8.83 |
## routing by layer
metal | part of all wire (%) | vias to the layer above | GRT usage (%)
met3 | 14 | 3948 | 22.7
met4 | 12 | 162 | 34.2
met5 | 0.27 | - | 3.72
met1 | 34 | 131000 | 43.4
met2 | 39 | 13900 | 48.6
li1 | - | 114000 | -
## final timing paths
kind              slack (ns)            startpoint                   end  depth (start not counted)
hold / removal          0.42   f1_n9[0]$_SDFF_NP0_   f1_n8[0]$_SDFF_NP0_                          1
hold reg to reg         0.42   f1_n9[0]$_SDFF_NP0_   f1_n8[0]$_SDFF_NP0_                          1
setup reg to reg       81.99  f1_n1[16]$_SDFF_NP0_  f1_n4[63]$_SDFF_NP0_                         62
setup / recovery        7.08                  x[1]  f1_n4[63]$_SDFF_NP0_                         81
## placed cells by master (no fill, tap or decap), types with 56 or more instances in the layout
master | synthesis | final
nor2b_1 | 227 | 227
nand3_1 | 259 | 259
o211ai_1 | 60 | 60
or3_1 | 57 | 56
or2_2 | 65 | 65
and2_1 | 94 | 94
a31oi_1 | 142 | 141
o31ai_1 | 65 | 65
diode_2 | 0 | 466
o21a_1 | 222 | 222
nand2b_1 | 247 | 247
dfxtp_1 | 767 | 767
ha_1 | 5016 | 5002
fa_1 | 7694 | 7687
xor2_1 | 653 | 608
o21bai_1 | 285 | 284
nor3_1 | 219 | 215
a21o_1 | 991 | 991
xnor2_1 | 1195 | 1147
o21ai_0 | 738 | 729
nand4_1 | 126 | 126
a21boi_0 | 65 | 64
nand2_1 | 757 | 756
a21oi_1 | 1549 | 1545
clkbuf_16 | 0 | 110
a211oi_1 | 105 | 99
and3_1 | 153 | 153
nor2_1 | 1480 | 1470
inv_1 | 12000 | 12700
buf_4 | 0 | 1399
## sequential cells by signal, indices dropped and copies added (netlist names)
| signal | cells |
|---|---|
| f1_n10 | 64 |
| f1_n11 | 64 |
| f1_n12 | 64 |
| f1_n2 | 64 |
| f1_n3 | 64 |
| f1_n4 | 64 |
| f1_n5 | 64 |
| f1_n6 | 64 |
| f1_n7 | 64 |
| f1_n8 | 64 |
| f1_n9 | 64 |
| f1_n1 | 63 |
## critical path, delay by kind of cell
family	cells	cell delay (ns)
xor gates and xnor gates	6	1.31
and+or+nand+nor	17	4.02
buffers and inverters	17	3.64
AOI/OAI and AO/OA	23	7.25
adders and majority gates	18	7.87
## metrics by stage
stage | area, um^2 | instances
5_1_grt | 381000 | 53800
3_5_place_dp | 374000 | 52600
4_1_cts | 380000 | 53500
2_1_floorplan | 343000 | 36100
6_report | 382000 | 54000
3_3_place_gp | 374000 | 52600
## layout make-up
cell class / instances / share of cell area, %
Clock buffer: 110 / 0.721
Inverter: 12000 / 11.8
Multi-Input combinational cell: 23200 / 74.2
Clock inverter: 850 / 1.01
Timing Repair Buffer: 1478 / 2.96
Antenna cell: 466 / 0.306
Sequential cell: 767 / 4.02
Tap cell: 15200 / 4.97
## Yosys cell counts, drive strengths merged (142+ instances only)
cell type / n
clkbuf: 184
fa: 7694
o21ai: 762
o21a: 222
a21o: 991
nor2b: 227
inv: 12000
o21bai: 285
dfxtp: 767
nor2: 1480
xor2: 653
nand3: 259
nand2: 757
ha: 5016
a21oi: 1553
a31oi: 142
xnor2: 1198
and3: 153
nor3: 220
nand2b: 247
